$ cat flow/design.v
`timescale 1ns / 1ps
module BCDtoFND_decoder(
    input [3:0] i_value,
    output [7:0] o_font
    );
    reg [7:0] r_font;
    assign o_font = r_font;
    always @(i_value) begin
        r_font = 8'hff;
        case (i_value)
            4'h0 : r_font = 8'hc0;
            4'h1 : r_font = 8'hf9;
            4'h2 : r_font = 8'ha4;
            4'h3 : r_font = 8'hb0;
            4'h4 : r_font = 8'h99;
            4'h5 : r_font = 8'h92;
            4'h6 : r_font = 8'h82;
            4'h7 : r_font = 8'hf8;
            4'h8 : r_font = 8'h80;
            4'h9 : r_font = 8'h90;
            4'ha : r_font = 8'h7f;
        endcase
    end
endmodule
`timescale 1ns / 1ps
module DecoderFndDigit(
    input [1:0] i_select,
    output [3:0] o_digitPosition
    );
    reg [3:0] r_digitPosition;
    assign o_digitPosition = r_digitPosition;
    always @(i_select) begin
        case(i_select)
            2'b00 : r_digitPosition = 4'b1110;
            2'b01 : r_digitPosition = 4'b1101;
            2'b10 : r_digitPosition = 4'b1011;
            2'b11 : r_digitPosition = 4'b0111;
        endcase
    end
endmodule
`timescale 1ns / 1ps
module Mux_2x1(
    input [3:0] i_a, i_b,
    input i_mode,
    output [3:0] o_y
    );
    reg [3:0] r_y;
    assign o_y = r_y;
    always @(*) begin
        case (i_mode)
            1'b0 : r_y <= i_a;
            1'b1 : r_y <= i_b; 
        endcase
    end
endmodule
`timescale 1ns / 1ps
module Mux_4x1(
    input [3:0] i_a, i_b, i_c, i_d,
    output [1:0] i_sel,
    output [3:0] o_y
    );
    reg [3:0] r_y;
    assign o_y = r_y;
    always @(*) begin
        case (i_sel)
            2'b00 : r_y = i_a; 
            2'b01 : r_y = i_b; 
            2'b10 : r_y = i_c; 
            2'b11 : r_y = i_d; 
        endcase
    end
endmodule
`timescale 1ns / 1ps
module clock_divider(
    input i_clk,
    input i_reset,
    output o_clk
    );
    reg r_clk = 0;
    reg [31:0] r_counter = 0;
    assign o_clk = r_clk;
    always @(posedge i_clk or posedge i_reset) begin
        if(i_reset) begin
            r_clk <= 1'b0;
            r_counter <= 0;
        end
        else begin
            if(r_counter == 50_000-1) begin
                r_counter <= 0;
                r_clk <= ~r_clk;
            end
            else begin
                r_counter <= r_counter + 1;
            end
        end
    end
endmodule
`timescale 1ns / 1ps
module counter_fnd(
    input i_clk,
    input i_reset,
    output [1:0] o_counter
    );
    reg [1:0] r_counter = 0;
    assign o_counter = r_counter;
    always @(posedge i_clk or posedge i_reset) begin
        if(i_reset) begin
            r_counter <= 0;
        end
        else begin
            r_counter <= r_counter + 1;
        end
    end
endmodule
`timescale 1ns / 1ps
module digit_divider(
    input [5:0] i_a, i_b,
    output [3:0] o_four, o_three, o_two, o_one
    );
    assign o_four = i_a/10%10;
    assign o_three = i_a%10;
    assign o_two = i_b/10%10;
    assign o_one = i_b%10;
endmodule
`timescale 1ns / 1ps
module digit_divider_sec(
    input [5:0] i_a,
    input [6:0] i_b,
    output [3:0] o_four, o_three, o_two, o_one
    );
    assign o_four = i_a/10%10;
    assign o_three = i_a%10;
    assign o_two = i_b/10%10;
    assign o_one = i_b%10;
endmodule
`timescale 1ns / 1ps
module time_clock_counter(
    input i_clk, i_reset,
    output [5:0] o_hour, o_min, o_sec,
    output [6:0] o_ms
    );
    reg [5:0] r_hour = 0, r_min = 0, r_sec = 0;
    reg [9:0] r_ms = 0;
    assign o_hour = r_hour;
    assign o_min = r_min;
    assign o_sec = r_sec;
    assign o_ms = r_ms/10;
    always @(posedge i_clk or posedge i_reset) begin
        if(i_reset) begin
            r_hour <= 0;
            r_min <= 0;
            r_sec <= 0;
            r_ms <= 0;
        end
        else begin
            if(r_ms == 999) begin
                r_ms <= 0;
                if(r_sec == 59) begin
                    r_sec <= 0;
                    if(r_min == 59) begin
                        r_min <= 0;
                        if(r_hour == 23) begin
                            r_hour <= 0;
                        end
                        else begin
                            r_hour <= r_hour + 1;
                        end
                    end
                    else begin
                        r_min <= r_min + 1;
                    end
                end
                else begin
                    r_sec <= r_sec + 1;
                end
            end
            else begin
                r_ms <= r_ms + 1;
            end
        end
    end
endmodule
`timescale 1ns / 1ps
module top_time_clock(
    input i_clk, i_reset, i_mode,
    output [7:0] o_font,
    output [3:0] o_digit
    );
    wire w_clk;
    wire [1:0] w_fndCounter;
    wire [5:0] w_hour, w_min, w_sec;
    wire [6:0] w_ms;
    wire [3:0] w_four, w_three, w_two, w_one, w_hour_min, w_four_s, w_three_s, w_two_s, w_one_s, w_sec_ms, w_value;
    clock_divider clk_div(
        .i_clk(i_clk),
        .i_reset(i_reset),
        .o_clk(w_clk)
    );
    counter_fnd cnt_fnd(
        .i_clk(w_clk),
        .i_reset(i_reset),
        .o_counter(w_fndCounter)
    );
    DecoderFndDigit fnd_decoder(
        .i_select(w_fndCounter),
        .o_digitPosition(o_digit)
    );
    time_clock_counter time_cnt(
        .i_clk(w_clk),
        .i_reset(i_reset),
        .o_hour(w_hour),
        .o_min(w_min),
        .o_sec(w_sec),
        .o_ms(w_ms)
    );
    digit_divider hour_min_div(
        .i_a(w_hour),
        .i_b(w_min),
        .o_four(w_four),
        .o_three(w_three),
        .o_two(w_two),
        .o_one(w_one)
    );
    Mux_4x1 hour_min(
        .i_a(w_one),
        .i_b(w_two),
        .i_c(w_three),
        .i_d(w_four),
        .i_sel(w_fndCounter),
        .o_y(w_hour_min)
    );
    digit_divider_sec sec_div(
        .i_a(w_sec),
        .i_b(w_ms),
        .o_four(w_four_s),
        .o_three(w_three_s),
        .o_two(w_two_s),
        .o_one(w_one_s)
    );
    Mux_4x1 sec(
        .i_a(w_one_s),
        .i_b(w_two_s),
        .i_c(w_three_s),
        .i_d(w_four_s),
        .i_sel(w_fndCounter),
        .o_y(w_sec_ms)
    );
    Mux_2x1 hour_sec_mode(
        .i_a(w_hour_min),
        .i_b(w_sec_ms),
        .i_mode(i_mode),
        .o_y(w_value)
    );
    BCDtoFND_decoder BCD(
        .i_value(w_value),
        .o_font(o_font)
    );
endmodule
$ cat flow/run.sh
#!/bin/bash
# OpenROAD 26Q1-2900-gdf79404cd8, Yosys 0.63+post, stock flow scripts
make -C /OpenROAD-flow-scripts/flow DESIGN_CONFIG=/design/flow/config.mk WORK_HOME=/design/flow/orfs finish
$ cat flow/config.mk
export PLATFORM = sky130hd
export DESIGN_NAME = top_time_clock
export DESIGN_NICKNAME = top_time_clock
export VERILOG_FILES = /design/flow/design.v
export SDC_FILE = /design/flow/constraint.sdc
export NUM_CORES = 4
export LEC_CHECK = 1
export CORE_UTILIZATION = 40
$ cat flow/constraint.sdc
current_design top_time_clock

set clk_period 12.1
set clk_io_pct 0.2

create_clock -name clk0 -period $clk_period [get_ports {i_clk}]

set non_clock_inputs [all_inputs -no_clocks]
set_input_delay [expr $clk_period * $clk_io_pct] -clock clk0 $non_clock_inputs
set_output_delay [expr $clk_period * $clk_io_pct] -clock clk0 [all_outputs]
==> run notes <==
yosys + openroad results -> Yosys Chip Area=0.00581 mm2, final slew viol count=0, Core ar.=0.0140 mm2, register pins left without a clock=30, tool warnings=34, Crit Path Category=in -> out, Routed Antenna Nets=0, Worst setup SP type=input port, Final Critical Period=11730 ps, Site Rows=43, CTS Root Cell=clkbuf_16, Data arrival, critical path=9310 ps, vias=5471, DP Wirelength=10800 um, Global Route Usage Sum=19.9%, worst r2r path cells=10, relative slew slack=35.8%, DR pass1 iterations=6, worst IR drop on VDD=84.4 uV, initial antenna violation count=0, drt drc=0, Worst-Margin Slew=956 ps, first-pass GRT wire length=23800 um, Post-synth regs=63, yosys cell count=718, Final Setup Violations=0, total power=0.262 mW, EDFF count, synth=0, Leak=2.88 nW, Max clock buf depth=2, Ys Warns=7, synthesized area=0.00581 mm2, Post-synth area hogs=dfrtp_1 (27%), nor2_1 (5.2%), nand2_1 (5.1%), Min Hold Slack=450 ps, Gate Count Post-Synth=718, I/O pin count=15, Hold Vio Cnt, Final=0, Die Area=0.0150 mm2, Max Freq=85.2 MHz, share of layout cells above drive strength 1=13.6%, Synth Flop Type=dfrtp_1, number of unconstrained endpoints=34, area share, top type=27.1%, clk ins delay skew pair=270 ps, DR WL/cell=15.5 um, TritonCTS clock tree=built, total gr overflow=0, via density per instance=5.90, CTS H-tree depth=2, Top Layout Cells=nand2_1 (78), nor2_1 (78), dfrtp_1 (63), o21ai_0 (38), Die Ht=123 um, vias in the first global route=4900, RSZ-0062 raised after global routing=false, Initial Util=41.4%, syn_area_per_cell=8.09 um2, Seq share, synth=27.1%, status=finished, final reports clean, cell taking the most area after synthesis=dfrtp_1, Worst Hold Path Cells=1, Filler Cells Inserted=1274, GP Congestion=0.961, max_cap viols=0, Clock Pin Slew Worst Setup and Hold Paths=50 ps, DIE WIDTH=123 um, Non-Filler Instances=928, P&R area growth vs syn=13.2%, Required @ worst endpoint=9680 ps, part of the cycle the worst path needs=97.0%, Synth async-reset ratio=100%, largest net degree at the start of global routing=34, Cell Type Count=97, IO buf count=14, Worst setup EP type=primary output, initial DRC count=465, routed wire length=14400 um, cell count after placement=904, Power Density=39.9 mW/mm2, ANT cells=0, TritonCTS buffer count=5, Hold/Removal Path Class=reg -> reg, Worst Skew=8.64 ps, Critical Path Fanout Max=7
[routing by layer]
layer	wire length, um	track usage, %	vias up
met1	7000	30.8	2588
met5	0	0	-
met3	657	1.23	22
met2	6540	31.7	162
met4	224	3.28	0
li1	-	-	2699
[critical path, stage by stage]
cell and delay, ps:
clkdlybuf4s50_1 470, nand2b_2 180, nand2_1 90, nor2_1 190
ha_4 240, nand2b_2 210, or4_1 400, and4_1 240
buf_4 170, nand3_1 90, o21ai_2 110, a22o_2 320
or4_4 530, o2111ai_1 120, a311o_1 240, o211ai_2 140
buf_4 180, nand2_1 60, mux2_2 330, a311oi_1 560
nand4_1 170, o211a_1 270, ha_1 300, a32o_1 210
a21oi_2 80, a2111o_1 300, a32oi_1 200, clkdlybuf4s50_1 490
[flip-flops by register name, indices dropped and copies added (netlist names)]
| name | flops |
|---|---|
| time_cnt.r_min | 6 |
| clk_div.r_counter | 32 |
| cnt_fnd.r_counter | 2 |
| time_cnt.r_ms | 10 |
| time_cnt.r_sec | 6 |
| time_cnt.r_hour | 6 |
| clk_div.r_clk | 1 |
[what timing repair did]
item / in CTS / in global routing
hold buffers: 0 / 0
resized: 1 / 32
pin swaps: 0 / 11
setup buffers: 0 / 15
cloned: 0 / 1
endpoints found under the setup margin: 7 / 8
[cells by family (layout without fill, tap and decap cells)]
kind of cell	Yosys count	after routing	share of synthesized area (%)
fa+ha+maj	23	23	4.95
mux	22	22	4.07
buf+inv	60	89	4.76
flops	63	63	27.1
simple gates	307	307	27.0
compound gates	191	192	24.1
xor+xnor	52	52	7.97
[path summary, 6_finish.rpt]
check,startpoint,end,slack (ps)
max,i_mode,o_font[4],370
min,clk_div.r_counter[0]$_DFF_PP0_,clk_div.r_counter[0]$_DFF_PP0_,450
max reg2reg,clk_div.r_counter[14]$_DFF_PP0_,clk_div.r_counter[29]$_DFF_PP0_,10030
min reg2reg,clk_div.r_counter[0]$_DFF_PP0_,clk_div.r_counter[0]$_DFF_PP0_,450
max in group asynchronous,i_reset,clk_div.r_counter[0]$_DFF_PP0_,8660
min in group asynchronous,i_reset,clk_div.r_counter[24]$_DFF_PP0_,3140
[metrics by stage]
step	utilization, %	cell area, um2	setup TNS (ps)	setup slack, ps
2_1_floorplan	-	5810	0	1450
3_3_place_gp	44.0	6180	0	27.0
3_5_place_dp	44.0	6180	-197	-79.6
4_1_cts	45.0	6320	0	11.1
5_1_grt	46.9	6580	0	22.7
6_report	46.9	6580	0	368
[layout make-up]
class	count	area [um2]	share of cell area [%]
sequential	63	1580	24.0
clock inverter	2	10.0	0.152
tap	180	225	3.42
inverter	32	125	1.90
timing repair buffer	49	410	6.24
clock buffer	6	129	1.96
multi-input combinational	596	4100	62.4
[Yosys cell counts, types with 13 or more instances]
cell       n
nor2_1    81
nand2_1   79
dfrtp_1   63
o21ai_0   40
a21oi_1   33
nand3_1   30
inv_1     28
xnor2_1   28
ha_1      23
xor2_1    23
and3_1    17
mux2i_1   15
nand2b_1  14
nand4_1   13
[power breakdown]
| group | total, mW | switching [mW] | internal [mW] |
|---|---|---|---|
| clock network | 0.118 | 0.0427 | 0.0753 |
| registers | 0.110 | 0 | 0.110 |
| logic | 0.0340 | 0.0179 | 0.0161 |
Power is estimated from default activity; no workload was simulated.
